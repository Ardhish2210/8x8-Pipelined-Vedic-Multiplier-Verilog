==> /design/flow/config.mk <==
export PLATFORM = sky130hd
export DESIGN_NAME = eight_bit_ripple_adder
export DESIGN_NICKNAME = eight_bit_ripple_adder
export VERILOG_FILES = /design/flow/design.v
export SDC_FILE = /design/flow/constraint.sdc
export NUM_CORES = 4
export LEC_CHECK = 1
export CORE_AREA = 10 10 70 70
export DIE_AREA = 0 0 80 80
==> /design/flow/constraint.sdc <==
current_design eight_bit_ripple_adder

set clk_period 3.7
set clk_io_pct 0.2

create_clock -name clk0 -period $clk_period

set non_clock_inputs [all_inputs -no_clocks]
set_input_delay [expr $clk_period * $clk_io_pct] -clock clk0 $non_clock_inputs
set_output_delay [expr $clk_period * $clk_io_pct] -clock clk0 [all_outputs]
==> /design/flow/design.v <==
module eight_bit_ripple_adder (
    g_1, h_1, carryin_1, summation_1, carryout_1
);
    input [7:0] g_1,h_1;
    output [7:0] summation_1;
    output carryout_1;
    input carryin_1;
    wire c1_1, c2_1, c3_1, c4_1, c5_1, c6_1, c0_1;
    full_adder f1 (.e(g_1[0]), .f(h_1[0]), .cin(carryin_1), .sum(summation_1[0]), .cout(c0_1));
    full_adder f2 (.e(g_1[1]), .f(h_1[1]), .cin(c0_1), .sum(summation_1[1]), .cout(c1_1));
    full_adder f3 (.e(g_1[2]), .f(h_1[2]), .cin(c1_1), .sum(summation_1[2]), .cout(c2_1));
    full_adder f4 (.e(g_1[3]), .f(h_1[3]), .cin(c2_1), .sum(summation_1[3]), .cout(c3_1));
    full_adder f5 (.e(g_1[4]), .f(h_1[4]), .cin(c3_1), .sum(summation_1[4]), .cout(c4_1));
    full_adder f6 (.e(g_1[5]), .f(h_1[5]), .cin(c4_1), .sum(summation_1[5]), .cout(c5_1));
    full_adder f7 (.e(g_1[6]), .f(h_1[6]), .cin(c5_1), .sum(summation_1[6]), .cout(c6_1));
    full_adder f8 (.e(g_1[7]), .f(h_1[7]), .cin(c6_1), .sum(summation_1[7]), .cout(carryout_1));
endmodule
module full_adder (
    e,f,cin,sum,cout
);
    input e,f,cin;
    output sum,cout;
    assign sum = e ^ f ^ cin;
    assign cout = (e&f) | (f&cin) | (e&cin);
endmodule
==> /design/flow/run.sh <==
#!/bin/bash
# OpenROAD 26Q1-2900-gdf79404cd8, Yosys 0.63+post, stock flow scripts
make -C /OpenROAD-flow-scripts/flow DESIGN_CONFIG=/design/flow/config.mk WORK_HOME=/design/flow/orfs finish
==> results_slide.txt <==
Run Summary

Timing
  • Final Worst Setup Slack: -834 ps
  • Final slew viol count: 0
  • Post-route minimum period: 4530 ps
  • Highest clock rate: approximately 0.22 GHz
  • Max_slew headroom: 0.921
  • Setup violators final: 4
  • Setup TNS: -2050 ps
  • Final period utilization: 1.23
  • Worst Tran Pin Value: approximately 120 ps
  • Final Hold Viols: 0
  • RSZ-0062 raised after global routing: true

Synthesis
  • Mapped Area: between 200 and 300 µm²
  • Synthesis Warnings: 0
  • Cell variety after synth: 3
  • Yosys Chip Area: ~260 µm²
  • Syn_area_per_cell: roughly 9.9 µm²
  • Syn Inst Count: 26
  • Post-synth seq share: 0
  • Ys cells: 26

Floorplan
  • Die width: roughly 80 µm
  • Die Area: 0.00640 mm²
  • Die Height: roughly 80 µm
  • Ports: 26
  • Core box area: 0.00342 mm²
  • # rows: 21
  • Pre-Place Util: 0.0755

Setup path
  • Crit path largest cell delay: about 420 ps
  • Crit path DAT: between 3000 and 4000 ps
  • Worst path cell trace: buf_8 -> inv_12 -> fa_2 -> inv_2 -> fa_2 -> fa_2 -> fa_2 -> fa_2 -> fa_2 -> fa_2 -> inv_2 -> fa_2 -> inv_2 -> buf_2
  • CP max FO: 1
  • Critical path capture point type: output port
  • CP startpoint kind: input port
  • Crit-path slowest cell: fa_2
  • Required @ worst endpoint: slightly below 3000 ps
  • Worst path top cell family by delay: adder cells
  • Most frequent CP cell: fa_2
  • Worst Path Buf+Inv: 6
  • Setup CP Type: input port to output port
  • WP depth: 14

Cells and area
  • Finished Layout Cells: approximately 90
  • Clk_buf instances: 0
  • Register area: 0 µm²
  • Share of cells above drive strength 1: 0.477
  • Flip-flops: 0
  • Dominant logic cell type in the layout: clkdlybuf4s50_1
  • P&R area growth vs syn: 110%
  • Top Layout Cells: 16 x clkdlybuf4s50_1, 8 x fa_2, 4 x inv_1, 4 x buf_2, 3 x inv_2
  • Layout Utilization: 0.158

Global routing
  • Pin count of the biggest net entering global routing: 2
  • First-pass GRT wire length: about 1.1 mm
  • Antenna violations before repair: 0
  • Global route total overflow: 0
  • Vias in the first global route: 241
  • All-Layer GR Usage: 0.0217

Route
  • Avg WL per Cell: 8.19 µm
  • Detailed Route Iter0 Violations: 1
  • Drt drc: 0
  • ANT cells: 0
  • Final ANT Viol Nets: 0
  • Via/cell ratio: between 2 and 2.5
  • DRT Pass-1 Iters: 2
  • Post-Route WL: 737 µm
  • Via count: approximately 210

Pwr
  • Power, Total: 0.0710 mW
  • Leakage Power: between 0.2 and 0.25 nW
  • Peak VDD IR: 48.0 µV
  • Pwr Density: about 130 mW/mm²

Clock network
  • Post-CTS Setup Bufs: 0
  • CTS Hold Bufs: 0

Run status
  • Failing checks: negative setup slack
  • Status: complete, but fails checks

Placement
  • Placed cell count: roughly 90
  • Setup Slack @ Placement: -1720 ps
  • Post-DP HPWL: about 740 µm
  • # port buffers: 26
  • GP Congestion: around 0.8

Worst hold path
  • Worst Hold Class: input port to output port
  • Hold depth: 5

Run
  • Maxcap violations: 0
  • Log Warnings: 35
[per-stage QoR]
step                instance area [µm²]  hold WS (ps)
CTS                                 538          2220
finish                              541          2220
floorplan                           297          1710
global placement                    551          2550
detailed placement                  551          2540
global route                        541          2250
[cell usage after synthesis]
master  number  area, µm²
inv_1       10       37.5
buf_4        8       60.1
fa_1         8        160
[report_power, final]
part,leakage (nW),internal [mW],switching (mW),total (mW)
sequential,0,0,0,0
combinational,0.215,0.0487,0.0223,0.0710
clock,0,0,0,0
[path summary, 6_finish.rpt]
kind | startpoint | end
max | g_1[0] | summation_1[7]
min | carryin_1 | summation_1[0]
[worst min-delay path: cells and delay by family]
family,cells,cell delay (ps)
adder cells (fa/ha/maj),1,180
buffers and inverters,4,560
[per-layer routing]
metal / track usage / share of wire
met1: 0.0290 / 0.43
met2: 0.0265 / 0.29
met3: 0.0193 / 0.28
met4: 0 / 0
met5: 0 / 0
[what timing repair did]
item	CTS	global route
pin swaps	8	8
resized	36	3
hold endpoints to repair	0	0
cloned	0	0
endpoints found under the setup margin	6	5
[cell families (layout without fill, tap and decap cells)]
logic type               Yosys count  count (layout)  synth area share
adder cells (fa/ha/maj)            8               8             0.621
buffers and inverters             18              36             0.379
[area by class of cell]
type                       count  area [µm²]
fill                         384        2880
inverter                      10        57.6
tap                           46        57.6
timing repair buffer          26         245
multi-input combinational      8         180
No activity file was given, so power comes from the tool's default toggle rates.
