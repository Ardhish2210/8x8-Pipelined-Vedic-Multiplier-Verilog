File: ./config.mk
export PLATFORM = sky130hd
export DESIGN_NAME = vedic_eight_pipeline
export DESIGN_NICKNAME = vedic_eight_pipeline
export VERILOG_FILES = /design/flow/design.v
export SDC_FILE = /design/flow/constraint.sdc
export NUM_CORES = 4
export LEC_CHECK = 1
export CORE_UTILIZATION = 40
File: ./constraint.sdc
current_design vedic_eight_pipeline

set clk_period 6.0
set clk_io_pct 0.2

create_clock -name clk0 -period $clk_period [get_ports {clk1}]

set non_clock_inputs [all_inputs -no_clocks]
set_input_delay [expr $clk_period * $clk_io_pct] -clock clk0 $non_clock_inputs
set_output_delay [expr $clk_period * $clk_io_pct] -clock clk0 [all_outputs]
File: ./design.v
module CSLA_CBL_2bit (
    input [1:0] A, B,
    input Cin,
    output [1:0] Sum,
    output Cout
);
    wire P0, P1, G0, G1, C1;
    assign P0 = A[0] ^ B[0];  
    assign P1 = A[1] ^ B[1];
    assign G0 = A[0] & B[0];  
    assign G1 = A[1] & B[1];
    assign C1 = G0 | (P0 & Cin);
    assign Cout = G1 | (P1 & C1);
    assign Sum[0] = P0 ^ Cin;
    assign Sum[1] = P1 ^ C1;
endmodule
module CSLA_CBL_3bit (
    input [2:0] A, B,
    input Cin,
    output [2:0] Sum,
    output Cout
);
    wire P0, P1, P2, G0, G1, G2, C1, C2;
    assign P0 = A[0] ^ B[0];  
    assign P1 = A[1] ^ B[1];
    assign P2 = A[2] ^ B[2];
    assign G0 = A[0] & B[0];  
    assign G1 = A[1] & B[1];
    assign G2 = A[2] & B[2];
    assign C1 = G0 | (P0 & Cin);
    assign C2 = G1 | (P1 & C1);
    assign Cout = G2 | (P2 & C2);
    assign Sum[0] = P0 ^ Cin;
    assign Sum[1] = P1 ^ C1;
    assign Sum[2] = P2 ^ C2;
endmodule
module SQRT_CSLA_CBL_8bit (
    input [7:0] A, B,
    input Cin,
    output [7:0] Sum,
    output Cout
);
    wire C1, C2;   
    CSLA_CBL_2bit U0 (A[1:0], B[1:0], Cin, Sum[1:0], C1);
    CSLA_CBL_3bit U1 (A[4:2], B[4:2], C1, Sum[4:2], C2);
    CSLA_CBL_3bit U2 (A[7:5], B[7:5], C2, Sum[7:5], Cout);
endmodule
module four_bit_ripple_adder (
    g,h,carryin,summation,carryout
);
    input [3:0] g,h;
    output [3:0] summation;
    output carryout;
    input carryin;
    wire c1, c2, c3, c4, c0;
    full_adder f1 (.e(g[0]), .f(h[0]), .cin(carryin), .sum(summation[0]), .cout(c0));
    full_adder f2 (.e(g[1]), .f(h[1]), .cin(c0), .sum(summation[1]), .cout(c1));
    full_adder f3 (.e(g[2]), .f(h[2]), .cin(c1), .sum(summation[2]), .cout(c2));
    full_adder f4 (.e(g[3]), .f(h[3]), .cin(c2), .sum(summation[3]), .cout(carryout));
endmodule
module full_adder (
    e,f,cin,sum,cout
);
    input e,f,cin;
    output sum,cout;
    assign sum = e ^ f ^ cin;
    assign cout = (e&f) | (f&cin) | (e&cin);
endmodule
module half_adder (
    x,y,sum,cout
);
    input x,y;
    output sum,cout;
    assign sum = x ^ y;
    assign cout = x & y;
endmodule
module vedic_eight_pipeline (
    i, j, z, clk1
);
input clk1;
input [7:0] i, j;
output reg [15:0] z;
wire [7:0] w_1, w_2, w_3, w_4;
wire [7:0] s_1, s_2, s_3;
wire carry_0, carry_1, carry_2;
reg [7:0] L12_w_1, L12_w_2, L12_w_3, L12_w_4;
reg [7:0] L23_w_1, L23_s_1, L34_s_2, L34_s_3, L45_s_3, L23_w_4;
reg [7:0] L34_w_1, L34_w_4, L45_w_1, L45_s_2;
reg L23_carry_0, L34_carry_0, L34_carry_1, L45_carry_2;
vedic_four v1 (.x(i[3:0]), .y(j[3:0]), .q(w_1));
vedic_four v2 (.x(i[7:4]), .y(j[3:0]), .q(w_2));
vedic_four v3 (.x(i[3:0]), .y(j[7:4]), .q(w_3));
vedic_four v4 (.x(i[7:4]), .y(j[7:4]), .q(w_4));
    always @(posedge clk1) begin  
        L12_w_1 <= w_1;
        L12_w_2 <= w_2;
        L12_w_3 <= w_3;
        L12_w_4 <= w_4;
    end
SQRT_CSLA_CBL_8bit r_1 (.A(L12_w_2), .B(L12_w_3), .Sum(s_1), .Cout(carry_0), .Cin(1'b0));
    always @(posedge clk1) begin  
        L23_w_1 <= L12_w_1;
        L23_s_1 <= s_1;
        L23_carry_0 <= carry_0;
        L23_w_4 <= L12_w_4;
    end
SQRT_CSLA_CBL_8bit r_2 (.A({4'b0000, L23_w_1[7:4]}), .B(L23_s_1), .Sum(s_2), .Cout(carry_1), .Cin(1'b0));
    always @(posedge clk1) begin  
        L34_w_1[3:0] <= L23_w_1[3:0];
        L34_s_2 <= s_2;
        L34_carry_1 <= carry_1;
        L34_w_4 <= L23_w_4;
        L34_carry_0 <= L23_carry_0;
    end
SQRT_CSLA_CBL_8bit r_3 (.A(L34_w_4), .B({3'b000, L34_carry_0, L34_s_2[7:4]}), .Sum(s_3), .Cout(carry_2), .Cin(L34_carry_1));
    always @(posedge clk1) begin  
        L45_s_3 <= s_3;
        L45_carry_2 <= carry_2;
        L45_s_2[3:0] <= L34_s_2[3:0];
        L45_w_1[3:0] <= L34_w_1[3:0];
    end
    always @(posedge clk1) begin 
        z <= {L45_carry_2, L45_s_3, L45_s_2[3:0], L45_w_1[3:0]};
    end
endmodule
module vedic_four (
    x,y,q
);
    input [3:0] x,y;
    output [7:0] q; 
    wire [3:0] w1, w2, w3, w4;
    wire carry0,carry1,carry2, sum_ha, carry_ha;
    wire [3:0] s1,s2,s3; 
    vedic_two m1 (.a(x[1:0]), .b(y[1:0]), .out(w1[3:0]));
    vedic_two m2 (.a(x[1:0]), .b(y[3:2]), .out(w2[3:0]));
    vedic_two m3 (.a(x[3:2]), .b(y[1:0]), .out(w3[3:0]));
    vedic_two m4 (.a(x[3:2]), .b(y[3:2]), .out(w4[3:0]));
    four_bit_ripple_adder r1 (.g(w2[3:0]), .h(w3[3:0]), .summation(s1[3:0]), .carryout(carry0), .carryin(1'b0));
    four_bit_ripple_adder r2 (.g(s1[3:0]), .h({1'b0, 1'b0, w1[3:2]}), .summation(s2[3:0]), .carryout(carry1), .carryin(1'b0));
    four_bit_ripple_adder r3 (.g(w4[3:0]), .h({carry_ha, sum_ha, s2[3:2]}), .summation(s3[3:0]), .carryout(carry2), .carryin(1'b0));
    half_adder h1 (.x(carry0), .y(carry1), .sum(sum_ha), .cout(carry_ha));
    assign q = {carry2, s3[3:0], s2[1:0], w1[1:0]};
endmodule
module vedic_two (
    a, b, out
);
    input [1:0] a;
    input [1:0] b;
    output [3:0] out;
    wire w1, w2, w3, w4, sum, sum2, cout1, cout2;
    and (w1, a[0], b[0]);
    and (w2, a[1], b[0]);
    and (w3, a[0], b[1]);
    and (w4, a[1], b[1]);
    half_adder h1 (.x(w2), .y(w3), .sum(sum), .cout(cout1));
    half_adder h2 (.x(w4), .y(cout1), .sum(sum2), .cout(cout2));
    assign out = {cout2, sum2, sum, w1};
endmodule
File: ./run.sh
#!/bin/bash
# OpenROAD 26Q1-2900-gdf79404cd8, Yosys 0.63+post, stock flow scripts
make -C /OpenROAD-flow-scripts/flow DESIGN_CONFIG=/design/flow/config.mk WORK_HOME=/design/flow/orfs finish
==> flow_summary.yaml <==
# physical design summary
die:
  pin_count: 33
  die_w_microns: 108.4
  die_h_microns: 108.4
  die_area_sq_um: 11750
  initial_core_util_pct: 41.42
  rows: 38
  coreArea_sq_um: 10940
synthesis:
  yosysSeqAreaShare_pct: 49.06
  synth_cell_types: 7
  syn_area_sq_um: 4529
  yosys_area_sq_um: 4529
  simple_gate_share_pct: 8.840
  topCombFamilyByArea: "adder cells"
  synthCells: 342
  avgSynthCellArea_sq_um: 13.24
  yosysCellCount: 342
  adder_share_pct: 34.92
  ys_sh_mux_pct: 0
  ys_ff: 111
  compound_area_share_pct: 0
  yosysWarningCount: 1
  synth-xor-area-share_pct: 2.293
min_path:
  hold_path.class: "flip-flop to flip-flop"
  hold_path_depth: 0
  min_from: "L23_w_1[1]"
  min_to: "L34_w_1[1]"
clock_tree:
  clk_pin_slew_ns: 0.07
  ctsHoldBuffers: 0
  clock_path_buffers: 2
  htreeDepth: 3
  postCtsResizedCells: 0
  cts_buffers: 9
  cts_tree: "done"
  postCtsSetupRepairBufs: 0
  cts_root_buf: "clkbuf_16"
  clock_sinks: 111
  insertion_delay_ns: 0.34
worst_setup_path:
  worst_setup_path_end_kind: "flip-flop"
  r2r-end: "L23_s_1[7]"
  cp_max_fo: 8
  crit_type: "input pin to flip-flop"
  r2r_start: "L12_w_2[0]"
  cp-start-kind: "input pin"
  r2r_cells: 10
  r2r_setup_slack_ns: 2.59
  cp.arrival_ns: 5.13
  cp.required_ns: 6.22
routing:
  routed_wl_microns: 5841
  ant_nets: 0
  vias_per_cell: 3.968
  dr.pass1.iters: 3
  drc_errors: 0
  num_vias: 2103
  antenna_cells: 0
  wl_per_cell_microns: 11.02
  first_iter_violations: 53
power_and_ir_drop:
  combPwrFrac_pct: 16.0
  switching_share_pct: 24.07
  power_density_nw_per_um2: 356.9
  power_frac_clock_pct: 29.6
  seq_power_share_pct: 54.3
  power.leakage_nw: 2.584
  p_sw_w: 0.0004564
  p_int_w: 0.001440
  ir_drop_mv: 0.1379
placement:
  hpwl_microns: 4395
  dp.cells: 514
  portBuffers: 32
  finalWeightedCongestion: 0.8427
timing:
  setup_tns_ns: 0
  maxSlewViolCount: 0
  slew_headroom_pct: 78.96
  fin_crit_sh_pct: 81.77
  setup_viol: 0
  max_freq_ghz: 0.2038
  rsz0062_at_grt: "false"
  tightestPinTransition_ns: 0.3145
  min_period_ns: 4.906
  hold_viol: 0
  skew_ns: 0.008413
global_route:
  grt_antenna_before_repair: 0
  grt.met2_usage_pct: 18.40
  gr-usage-met1_pct: 20.12
  grt_max_degree: 21
  grtUsageMet3_pct: 2.577
  grt_overflow: 0
  gr-max-usage-layer: "met1"
  grt_pass1_vias: 2292
  grt_pass1_wl_microns: 10670
  track_usage_pct: 12.42
run:
  tool_warnings: 25
  drv_cap: 0
finish:
  syn2layout_area_growth_pct: 17.29
  drive_gt1_share_pct: 4.103
  final_cells: 530
  largest_reg_flops: 16
  top_register: "z"
  fillers: 964
status:
  outcome: "completed"
[power groups by stage]
| stage | Sequential (W) | Combinational [W] | Clock [W] |
|---|---|---|---|
| after CTS | 0.00103 | 0.000318 | 0.000580 |
| after global routing | 0.00106 | 0.000384 | 0.000615 |
| final | 0.00103 | 0.000304 | 0.000562 |
[stage by stage]
step	utilization [%]	hold slack, ns	power (W)	worst slack [ns]	area, sq um
after CTS	48.58	0.3168	0.001932	1.053	5313
after detailed placement	45.95	0.3121	0.001362	0.6947	5025
after global placement	45.95	0.3108	0.001362	0.7177	5025
final	48.58	0.3183	0.001896	1.094	5313
after floorplan	-	0.3096	0.001194	1.486	4529
after global routing	48.58	0.3283	0.002054	0.9221	5313
[final cells by class]
type                       instances  area, sq um  share of cell area (%)
clock buffer                       9        225.2                   4.239
clock inverter                     7        62.56                   1.178
sequential                       111         2222                   41.83
timing repair buffer              32        320.3                   6.029
inverter                          59        221.5                   4.169
multi-input combinational        172         2086                   39.26
tap                              140        175.2                   3.297
[synth_stat cells]
cell type,n,area (sq um)
xor2_1,1,8.760
inv_1,59,221.5
dfxtp_1,111,2222
and2_1,64,400.4
fa_1,39,780.8
ha_1,64,800.8
xor3_1,4,95.09
[worst max-delay path, cell delays in order]
cell	delay, ns
clkdlybuf4s50_1	0.56
and2_1	0.24
ha_1	0.28
inv_1	0.06
fa_1	0.42
fa_1	0.38
fa_1	0.48
inv_1	0.04
ha_1	0.30
fa_1	0.41
fa_1	0.39
xor3_1	0.35
[routing by layer]
metal | vias up | wire (microns)
met3 | 7 | 216
met4 | 0 | 107
met1 | 929 | 3104
li1 | 1134 | -
met5 | - | 0
met2 | 33 | 2413
[layout by cell type, fill, tap and decap left out]
cell type	netlist	routed
and2_1	64	64
clkbuf_16	0	9
clkdlybuf4s50_1	0	32
clkinv_2	0	1
clkinv_4	0	2
dfxtp_1	111	111
fa_1	39	39
ha_1	64	64
inv_1	59	59
inv_6	0	2
inv_8	0	2
xor2_1	1	1
xor3_1	4	4
[how the worst max path moves through the flow]
stage	start	to	slack (ns)	cells after the start
final	j[6]	L12_w_4[7]	1.09	12
after global routing	j[6]	L12_w_4[7]	0.92	12
after CTS	j[6]	L12_w_4[7]	1.05	12
[cell families after synthesis]
| kind of cell | count (synthesis) |
|---|---|
| flops | 111 |
| fa+ha+maj | 103 |
| simple gates | 64 |
| buf+inv | 59 |
| xor+xnor | 5 |
Power figures rest on the tool's default switching activity, not on a simulated workload.
